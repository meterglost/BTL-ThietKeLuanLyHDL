File: flow/config.mk
export PLATFORM = sky130hd
export DESIGN_NAME = tic_tac_toe
export DESIGN_NICKNAME = tic_tac_toe
export VERILOG_FILES = /design/flow/design.v
export SDC_FILE = /design/flow/constraint.sdc
export NUM_CORES = 4
export LEC_CHECK = 1
export CORE_UTILIZATION = 30
File: flow/constraint.sdc
current_design tic_tac_toe

set clk_period 7.2
set clk_io_pct 0.2

create_clock -name clk0 -period $clk_period [get_ports {OK_btn}]

set non_clock_inputs [all_inputs -no_clocks]
set_input_delay [expr $clk_period * $clk_io_pct] -clock clk0 $non_clock_inputs
set_output_delay [expr $clk_period * $clk_io_pct] -clock clk0 [all_outputs]
File: flow/design.v
module check_move(
	input [1:0] turn,
	input [1:0] state,
	input [17:0] curr_move,
	input [17:0] next_move,
	output reg valid_move
);
parameter 	A = 2'b01,		 
			B = 2'b10;		 
parameter 	PLAY = 2'b00,	 
			Awin = 2'b01,	 
			Bwin = 2'b10,	 
			DRAW = 2'b11;	 
integer tempA, tempB, i, j;
reg check_st, check_mr, check_rm, check_wm, check_wt;
always @(*)
begin
	tempA = 0;
	tempB = 0;
	for (i = 0; i < 9; i = i + 1)
	begin
		tempA = tempA + (next_move[i] ^ curr_move[i]);
	end
	for (j = 9; j < 18; j = j + 1)
	begin
		tempB = tempB + (next_move[j] ^ curr_move[j]);
	end
	check_st = state != PLAY;
	check_mr = (tempA + tempB) != 1;
	check_rm = curr_move > next_move;
	check_wm = (next_move[17:9] & next_move[8:0]) != 0;
	check_wt = ((tempA == 1) && (turn != A)) || ((tempB == 1) && (turn != B));
	if (state != PLAY)
		valid_move = 1'b0;
	else
	if ((tempA + tempB) != 1)  
		valid_move = 1'b0;
	else
	if (curr_move > next_move)  
		valid_move = 1'b0;
	else
	if ((next_move[17:9] & next_move[8:0]) != 0)  
		valid_move = 1'b0;
	else
	if (((tempA == 1) && (turn != A)) || ((tempB == 1) && (turn != B)))  
		valid_move = 1'b0;
	else
		valid_move = 1'b1;
end
endmodule
module check_state (
	input [17:0] move,
	input [1:0] state,
	output reg [1:0] next_state
);
parameter 	A = 2'b01,		 
			B = 2'b10;		 
parameter 	PLAY = 2'b00,	 
			Awin = 2'b01,	 
			Bwin = 2'b10,	 
			DRAW = 2'b11;	 
always @(*)
begin
	if (
			(move[0] && move[1] && move[2]) ||
			(move[3] && move[4] && move[5]) ||
			(move[6] && move[7] && move[8]) ||
			(move[0] && move[3] && move[6]) ||
			(move[1] && move[4] && move[7]) ||
			(move[2] && move[5] && move[8]) ||
			(move[0] && move[4] && move[8]) ||
			(move[2] && move[4] && move[6])
		)
			next_state = Awin;
	else
	if (
			(move[09] && move[10] && move[11]) ||
			(move[12] && move[13] && move[14]) ||
			(move[15] && move[16] && move[17]) ||
			(move[09] && move[12] && move[15]) ||
			(move[10] && move[13] && move[16]) ||
			(move[11] && move[14] && move[17]) ||
			(move[09] && move[13] && move[17]) ||
			(move[11] && move[13] && move[15])
		)
			next_state = Bwin;
	else
	if (move == (-18'd1))
			next_state = DRAW;
	else
			next_state = PLAY;
end
endmodule
module tic_tac_toe (
	input [8:0] A_move, B_move,
	input OK_btn, reset,
	output [8:0] A_state, B_state,
	output [8*20:0] result
);
parameter 	A = 2'b01,		 
			B = 2'b10;		 
parameter 	PLAY = 2'b00,	 
			Awin = 2'b01,	 
			Bwin = 2'b10,	 
			DRAW = 2'b11;	 
wire 	[17:0] curr_move;
reg 	[17:0] temp_move;
wire 	[17:0] next_move = {B_move, A_move};
wire 	[1:0] curr_state;
reg 	[1:0] temp_state;
wire 	[1:0] next_state;
wire 	[1:0] curr_turn;
reg 	[1:0] temp_turn;
wire valid_move;
initial
begin
	temp_move = 18'd0;
	temp_state = PLAY;
	temp_turn = A;
end
check_move SM1 (
	.turn(temp_turn),
	.state(temp_state),
	.curr_move(temp_move),
	.next_move(next_move),
	.valid_move(valid_move)
);
check_state SM2 (
	.move(next_move),
	.state(temp_state),
	.next_state(next_state)
);
update SM3 (
	.OK_button(OK_btn),
	.reset(reset),
	.valid_move(valid_move),
	.next_move(next_move),
	.curr_move(curr_move),
	.state(temp_state),
	.next_state(next_state),
	.curr_state(curr_state),
	.next_turn(temp_turn),
	.curr_turn(curr_turn)
);
always @(curr_move)		temp_move <= curr_move;
always @(curr_turn)		temp_turn <= curr_turn;
always @(curr_state)	temp_state <= curr_state;
assign A_state = temp_move[8:0];
assign B_state = temp_move[17:9];
assign result = 	(temp_state == Awin) ? "A win" :
					(temp_state == Bwin) ? "B win" :
					(temp_state == DRAW) ? "draw" :
					(temp_turn == A) ? "A's turn" : "B's turn";
endmodule
module update (
	input OK_button, reset,
	input valid_move,
	input [17:0] next_move,
	output reg [17:0] curr_move,
	input [1:0] state,
	input [1:0] next_state,
	output reg [1:0] curr_state,
	input [1:0] next_turn,
	output reg [1:0] curr_turn
);
parameter 	A = 2'b01,		 
			B = 2'b10;		 
parameter 	PLAY = 2'b00,	 
			Awin = 2'b01,	 
			Bwin = 2'b10,	 
			DRAW = 2'b11;	 
always @(posedge OK_button or posedge reset)
begin
	if (reset)
	begin
		curr_move <= 18'd0;
		curr_state <= DRAW;
		curr_turn <= A;
	end
	else
	if (state != PLAY)
	begin
		curr_move <= 18'd0;
		curr_state <= PLAY;
		curr_turn <= A;
	end
	else
	if (valid_move)
	begin
		curr_move <= next_move;
		curr_state <= next_state;
		curr_turn <= (A^B)^next_turn;
	end
end
endmodule
File: flow/run.sh
#!/bin/bash
# OpenROAD 26Q1-2900-gdf79404cd8, Yosys 0.63+post, stock flow scripts
make -C /OpenROAD-flow-scripts/flow DESIGN_CONFIG=/design/flow/config.mk WORK_HOME=/design/flow/orfs finish
==> qor.rpt <==
======================================================================================
Largest net degree at the start of global routing                                   59
Worst min-delay path category                                               reg -> reg
Depth of the worst hold-timing path                                                  2
Mean number of vias per cell                                                      4.03
Number of clock buffers inserted by TritonCTS                                        3
Sort of element at the end of the critical path                              flip-flop
Sum of routed wire length over all layers                                      6.43 mm
Clk buf depth                                                                        2
Floorplan utilization                                                            31.4%
Post-synth area hogs                                                      sky130_fd_sc_hd__buf_4 33%, sky130_fd_sc_hd__dfrtp_1 14%, sky130_fd_sc_hd__ha_1 12%
Post-synthesis chip area from yosys                                           3470 µm²
Latency at later pin                                                           0.26 ns
Critical-path maximum fanout                                                        22
Fraction of layout cells with a size suffix above 1                              4.99%
Number of antenna diodes                                                             0
Transition time of the tightest slew-check pin                                0.509 ns
Count of boundary I/O pins                                                         199
Weighted congestion reported at the end of routability-driven placement          0.888
Cell class contributing the biggest share of worst-path delay              adder cells
Total number of placement rows                                                      38
Routed len/inst                                                                10.7 µm
Total cells reported by yosys after synthesis                                      414
Drt initial violations                                                             223
Width of the die                                                                110 µm
CTS Sinks                                                                           22
Hold wc startpoint                                                        SM3.curr_state[0]$_DFFE_PP1P_
Final hold vios                                                                      0
Total overflow reported by the global router                                         0
Post-synthesis to final-layout area growth                                       8.91%
Crit share post-route                                                            95.2%
Die height                                                                      110 µm
Cts hold-fix bufs                                                                    0
Largest stage delay on the critical path                                       0.59 ns
Global-route wire length before repair                                         9.49 mm
Setup TNS after final layout                                                      0 ns
Number of buffers inserted by port buffering                                        66
Critical Path Start Type                                                  primary input
Number of flops mapped to enable cells by yosys                                      0
Detailed-route DRC error count                                                       0
Fraction of registers with async set/reset                                        100%
Fmax                                                                           146 MHz
Router iterations before antenna repair                                              5
Launching point of the worst reg2reg path                                 SM3.curr_move[5]$_DFFE_PP0P_
Max Cap Violations                                                                   0
R2r worst-path depth                                                                17
# fillers                                                                         1101
Final Max-Slew Violation Tally                                                       0
Routed length on met3                                                           641 µm
Unique cell type count in the Yosys netlist                                         46
Most frequently used flop master after synthesis                          sky130_fd_sc_hd__dfrtp_1
Count of vias placed by the detailed router                                       2422
Shortest clock period the worst path allows after layout                       6.86 ns
Uppermost metal layer occupied by signal nets                                     met4
Type of the worst setup path                                                 in -> reg
Synthesized netlist cell count                                                     414
Clock tree root buffer cell                                               sky130_fd_sc_hd__clkbuf_16
Overall chip area                                                            12000 µm²
Largest type area fraction                                                       32.7%
Crit path DRT                                                                  7.38 ns
Setup repair after global routing missed its margin                                 no
Final clock skew                                                            0.00586 ns
Initial antenna violation count                                                      0
DPL Wire Length                                                                5.34 mm
Most frequent cell on the critical path                                   sky130_fd_sc_hd__fa_1
Slew Limit Headroom                                                              66.1%
Synth Warn #                                                                         4
Post-synthesis sequential area ratio                                             16.0%
Number of buffers inserted by post-CTS setup repair                                  0
Buffers & Inverters on Critical Path                                                 6
Detailed-routing wirelength on met1                                            2.82 mm
Mapped Area                                                                   3470 µm²
Tool warning count                                                                  30
Flops & latches, synth                                                              22
All-Layer GR Usage                                                               9.93%
Crit path max-delay cell type                                             sky130_fd_sc_hd__clkdlybuf4s50_1
Mapped Avg Cell Area                                                          8.38 µm²
Final setup violating endpoints                                                      0
Crit. Startpoint                                                             A_move[5]
Cell type with the highest aggregate area in the netlist                  sky130_fd_sc_hd__buf_4
CTS tree                                                                         built
Clock transition at the registers of the reported paths                        0.06 ns
Sequence of cells on the critical path                                    clkdlybuf4s50_1, inv_1, ha_1, inv_1, fa_1, inv_1, fa_1, fa_1, fa_1, fa_1, inv_1, fa_1, nor3b_2, nand2_1, a211oi_2, o211ai_2, nor3_4, buf_12, mux2_1
Status                                                                    finished, final reports clean
Endpoint arrival time on the critical path                                     7.04 ns
Critical path depth                                                                 19
Area of the core                                                             11000 µm²
Routed wire length on met2                                                     2.95 mm
# H-tree levels                                                                      1
Number of antenna-violating nets in the routed design                                0
Vias in the first global route                                                    2002
======================================================================================
[sequential cells by signal (all words and copies together), names as in the netlist]
name            cells
SM3.curr_move      18
SM3.curr_state      2
SM3.curr_turn       2
[final timing paths]
check	end	slack (ns)
worst min register to register	SM3.curr_state[0]$_DFFE_PP1P_	0.51
worst max-delay path	SM3.curr_state[1]$_DFFE_PP1P_	0.34
worst max register to register	SM3.curr_state[1]$_DFFE_PP1P_	1.76
min in group asynchronous	SM3.curr_move[12]$_DFFE_PP0P_	1.54
worst min-delay path	SM3.curr_state[0]$_DFFE_PP1P_	0.51
max in group asynchronous	SM3.curr_turn[0]$_DFFE_PP1P_	5.38
[placed cells by master (no fill, tap or decap), types with 2 or more instances in the layout]
cell type and count:
sky130_fd_sc_hd__conb_1 132, sky130_fd_sc_hd__clkdlybuf4s50_1 66, sky130_fd_sc_hd__inv_1 47, sky130_fd_sc_hd__nand2_1 45, sky130_fd_sc_hd__ha_1 32, sky130_fd_sc_hd__mux2i_1 20, sky130_fd_sc_hd__dfrtp_1 19, sky130_fd_sc_hd__fa_1 11
sky130_fd_sc_hd__a22oi_1 9, sky130_fd_sc_hd__a21oi_1 6, sky130_fd_sc_hd__nand3_1 5, sky130_fd_sc_hd__o21ai_0 5, sky130_fd_sc_hd__nor2_1 5, sky130_fd_sc_hd__o22ai_1 4, sky130_fd_sc_hd__a211oi_1 4, sky130_fd_sc_hd__nand4_1 4
sky130_fd_sc_hd__buf_4 4, sky130_fd_sc_hd__dfstp_2 3, sky130_fd_sc_hd__nand2b_1 3, sky130_fd_sc_hd__nor2b_1 3, sky130_fd_sc_hd__clkbuf_16 3, sky130_fd_sc_hd__or2_2 2, sky130_fd_sc_hd__xnor2_2 2, sky130_fd_sc_hd__nor4_1 2
sky130_fd_sc_hd__mux2_1 2
[metrics by stage]
| step | util (%) | setup slack (ns) | area, µm² | std cells | hold slack (ns) |
|---|---|---|---|---|---|
| final | 34.2 | 0.344 | 3780 | 601 | 0.512 |
| after global routing | 34.2 | 0.0818 | 3780 | 601 | 0.550 |
| after global placement | 33.2 | 0.178 | 3670 | 597 | 0.501 |
| after floorplan | - | 1.07 | 3960 | 544 | 0.479 |
| after detailed placement | 33.2 | 0.0643 | 3670 | 597 | 0.501 |
| after CTS | 34.2 | 0.309 | 3770 | 601 | 0.514 |
[worst min-delay path, cell delays in order (launching register included)]
cell and delay, ns:
sky130_fd_sc_hd__dfstp_2 0.40, sky130_fd_sc_hd__nand2_1 0.06, sky130_fd_sc_hd__mux2i_1 0.05
[routing by layer]
layer	up-vias	GRT usage, %
li1	1157	-
met1	1116	14.9
met2	147	15.5
met3	2	2.36
met4	0	0.286
met5	-	0
[kinds of logic (layout without fill, tap and decap cells)]
kind of cell	Yosys count	count (layout)	synth area share (%)
fa+ha+maj	43	43	17.9
flops	22	22	16.0
buf+inv	205	122	39.0
mux	23	23	6.75
other cells	2	132	0.217
xor+xnor	3	3	1.19
compound gates	42	42	8.98
simple gates	74	74	10.0
[final cells by class]
type	count	area, µm²	area share, %
Clock buffer	3	75.1	1.99
Clock inverter	1	30.0	0.795
Inverter	47	176	4.67
Multi-Input combinational cell	317	2060	54.4
Sequential cell	22	554	14.7
Tap cell	140	175	4.64
Timing Repair Buffer	71	711	18.8
[synth_stat cells, drive strengths merged, types with 4 or more instances]
cell type and instances:
buf 153, nand3 5, mux2i 20, dfrtp 19, nor2 5, ha 32, a22oi 9, clkbuf 5
o22ai 4, inv 47, nand4 4, a211oi 5, fa 11, a21oi 6, nand2 45, o21ai 6
[what timing repair did]
action | in CTS | in global routing
gates resized | 0 | 1
hold endpoints to repair | 0 | 0
setup endpoints to repair | 0 | 2
